==> flow/design.v <==
module REG_FILE(
    clk,
    reset,
    RegWrite,
    Rs1,
    Rs2,
    Rd,
    Write_data,
    read_data1,
    read_data2
);
input clk, reset, RegWrite;
input [4:0] Rs1, Rs2, Rd;
input [31:0] Write_data;
output [31:0] read_data1, read_data2;
reg [31:0] Registers[31:0];
always @(posedge clk or posedge reset)
begin
if(reset)
    begin
    Registers[0] <= 32'd0;
    Registers[1] <= 32'd0;
    Registers[2] <= 32'd0;
    Registers[3] <= 32'd0;
    Registers[4] <= 32'd0;
    Registers[5] <= 32'd0;
    Registers[6] <= 32'd0;
    Registers[7] <= 32'd0;
    Registers[8] <= 32'd0;
    Registers[9] <= 32'd0;
    Registers[10] <= 32'd0;
    Registers[11] <= 32'd0;
    Registers[12] <= 32'd0;
    Registers[13] <= 32'd0;
    Registers[14] <= 32'd0;
    Registers[15] <= 32'd0;
    Registers[16] <= 32'd0;
    Registers[17] <= 32'd0;
    Registers[18] <= 32'd0;
    Registers[19] <= 32'd0;
    Registers[20] <= 32'd0;
    Registers[21] <= 32'd0;
    Registers[22] <= 32'd0;
    Registers[23] <= 32'd0;
    Registers[24] <= 32'd0;
    Registers[25] <= 32'd0;
    Registers[26] <= 32'd0;
    Registers[27] <= 32'd0;
    Registers[28] <= 32'd0;
    Registers[29] <= 32'd0;
    Registers[30] <= 32'd0;
    Registers[31] <= 32'd0;
    end
else if(RegWrite) begin
    Registers[Rd] <= Write_data;
end
end
assign read_data1 = Registers[Rs1];
assign read_data2 = Registers[Rs2];
endmodule
==> flow/run.sh <==
#!/bin/bash
# OpenROAD 26Q1-2900-gdf79404cd8, Yosys 0.63+post, stock flow scripts
make -C /OpenROAD-flow-scripts/flow DESIGN_CONFIG=/design/flow/config.mk WORK_HOME=/design/flow/orfs finish
==> flow/config.mk <==
export PLATFORM = sky130hd
export DESIGN_NAME = REG_FILE
export DESIGN_NICKNAME = REG_FILE
export VERILOG_FILES = /design/flow/design.v
export SDC_FILE = /design/flow/constraint.sdc
export NUM_CORES = 4
export LEC_CHECK = 1
export CORE_UTILIZATION = 30
==> flow/constraint.sdc <==
current_design REG_FILE

set clk_period 11.2
set clk_io_pct 0.2

create_clock -name clk0 -period $clk_period [get_ports {clk}]

set non_clock_inputs [all_inputs -no_clocks]
set_input_delay [expr $clk_period * $clk_io_pct] -clock clk0 $non_clock_inputs
set_output_delay [expr $clk_period * $clk_io_pct] -clock clk0 [all_outputs]
==> flow_summary.toml <==
# generated from flow reports
[run]
cap_violations = 0
openroad.warnings = 43

[clock_network]
h-tree-depth = 3
postCtsSetupRepairBufs = 0
cts-hold-fix-buffers = 0
ctsResizeCount = 0
clockRootBuffer = "clkbuf_16"
cts_tree = "done"
clk_pin_slew_ns = 0.06
clockBufferDepth = 3
cts_inserted_buffers = 109
worstSkewPairLatency_ns = 0.75
cts_sinks = 1024

[die]
io_pins = 114
initCoreUtil_pct = 30.4
core_area_sq_um = 168000
dieHeight_um = 414
fp-row-count = 150
die_w_um = 414
chip_area_sq_um = 172000

[drt]
drtPass1Iterations = 10
wl_per_cell_um = 40.2
wirelength_um = 268000
ant_nets = 0
via_count = 44600
viasPerCell = 6.70
drc_errors = 0
drt_iter0_drc = 5721

[layout]
drive_above_1_share_pct = 34.2
largest_reg_flops = 1024
instances_no_fill = 6661
final_area_sq_um = 59100
fillers = 16100
reg.largest.list = "Registers (1024)"
fin_util_pct = 35.2
area_growth_syn_to_layout_pct = 15.8
top_register = "Registers"

[worst_setup_path]
required_ns = 8.96
critical_path_class = "input pin to primary output"
cp_num_buf_inv = 4
path_cells = "buf_2 > buf_4 > or2_1 > nor2_4 > buf_4 > a222oi_1 > nand3_1 > nor4_1 > nor2_1 > clkdlybuf4s50_1"
critPathTopFamily = "simple AND/OR/NAND/NOR gates"
reg2reg_depth = 1
critPathSlowestCell = "or2_1"
slowest_delay_ns = 0.95
reg2reg_setup_slack_ns = 10.29
cp-start-kind = "input pin"
crit_start = "Rs2[3]"
path_common_cell = "buf_4"
end_kind = "primary output"
cp.depth = 10
r2r-end = "Registers[10][6]$_DFFE_PP0P_"
arrival_ns = 7.15
critPathMaxFanout = 24
reg2reg_from = "Registers[10][6]$_DFFE_PP0P_"

[yosys]
xor_share_pct = 0
top_cell_area_share_pct = 50.2
postSynth.asyncResetShare_pct = 100
most_common_cell = "mux2_2"
syn_avg_cell_area_sq_um = 11.7
synthCells = 4352
muxShareOfSynthArea_pct = 22.9
ys_area_sq_um = 51000
ys.flop_type = "dfrtp_1"
ys_ff = 1024
ys_cells = 4352
yosys.area_share.simple_pct = 7.25
post_synth_num_cell_types = 57
ys_warn_count = 2
largest_area_cell = "dfrtp_1"
edf_count = 0
synth_area_sq_um = 51000
synthTopCellsByArea = "dfrtp_1, mux2_2, a22oi_1"
synthTopLogicFamily = "multiplexers"
top_cells_by_count = "mux2_2, dfrtp_1, a22oi_1"
postSynthSeqShare_pct = 50.2
adder_share_pct = 0
compound_area_share_pct = 15.7

[sta]
fmax_mhz = 107
fin_setup_tns_ns = 0
rsz0062_at_grt = "no"
setup_slack_ns = 1.81
period_used_pct = 83.8
skew_ns = 0
final-setup-viol-count = 0
slew_viol_final = 0
finalHoldViolCount = 0
slew_headroom_pct = 14.1
worstMarginPinSlew_ns = 1.27
finalCriticalPeriod_ns = 9.39
whs_ns = 0.535

[placement]
detailed_place_hpwl_um = 160000
gp_congestion = 1.06
dp.cells = 6442
post_dp_cell_area_sq_um = 55100
io_buffer_count = 113
dpl_worst_slack_ns = 2.16

[global_route]
antenna_found_initial = 21
track_usage_pct = 31.7
grt_pass1_wl_um = 367000
grt_max_degree = 120
overflow = 0
grt_pass1_vias = 44000

[power_and_ir_drop]
p_sw_mw = 3.14
peakVddDrop_uv = 135
p_leak_nw = 25.4
clock_power_share_pct = 37.6
cellPowerDensity_nw_per_um2 = 181
cell_internal_pwr_mw = 7.53
swShare_pct = 29.4
combPwrFrac_pct = 13.8
power_mw = 10.7
seqPwrFrac_pct = 48.6

[min_path]
hold_end = "Registers[25][23]$_DFFE_PP0P_"
hp-class = "register to register"
hp-start = "Registers[25][23]$_DFFE_PP0P_"
hold_depth = 1

[run_status]
status = "finished clean"
==> cell families after synthesis <==
logic type | after synthesis
and+or+nand+nor | 774
muxes | 1040
AOI/OAI and AO/OA | 1078
DFF | 1024
buffers and inverters | 436
==> worst max-delay path by stage <==
stage | end | slack, ns
finish | read_data2[5] | 1.81
CTS | read_data2[5] | 2.15
global route | read_data1[15] | 2.07
==> power groups by stage <==
stage     Sequential [mW]  Combinational [mW]  Clock [mW]
6_report             5.19                1.47        4.01
4_1_cts              5.14                1.45        4.01
5_1_grt              5.24                1.57        4.15
==> layer usage <==
layer | up-vias | routed length (um) | track usage [%]
li1 | 16700 | - | -
met1 | 22300 | 91500 | 37.3
met2 | 4027 | 106000 | 42.1
met3 | 1588 | 43600 | 19.4
met4 | 46 | 26600 | 23.0
met5 | - | 583 | 1.11
==> cell usage in the layout (no fill, tap or decap), types with 6 or more instances in the layout <==
cell type | synthesis | routed
mux2_2 | 1027 | 1027
dfrtp_1 | 1024 | 1024
a22oi_1 | 827 | 827
nand2_1 | 272 | 259
buf_4 | 39 | 197
clkbuf_16 | 0 | 109
clkdlybuf4s50_1 | 0 | 107
nand4_1 | 99 | 99
nor2_1 | 159 | 92
a21oi_1 | 87 | 87
nor2_4 | 2 | 74
nor3_1 | 62 | 61
nand3_1 | 50 | 46
nor4_1 | 39 | 39
a222oi_1 | 26 | 26
a22o_1 | 25 | 25
a221oi_1 | 22 | 22
o21ai_0 | 20 | 20
clkbuf_1 | 182 | 20
clkbuf_8 | 0 | 19
bufinv_16 | 0 | 18
diode_2 | 0 | 16
clkinv_2 | 0 | 15
nand2b_1 | 16 | 14
a31oi_1 | 14 | 14
nand2_2 | 0 | 13
nor2b_1 | 12 | 12
mux2i_1 | 9 | 9
nand3b_1 | 8 | 8
a32oi_1 | 8 | 8
or3_1 | 8 | 7
and2_1 | 7 | 7
a2bb2oi_1 | 7 | 7
and3_1 | 7 | 7
clkinvlp_4 | 0 | 7
clkinv_4 | 0 | 7
buf_12 | 0 | 7
or3b_1 | 6 | 6
a2111oi_0 | 6 | 6
buf_2 | 155 | 6
==> area by class of cell <==
type	count	area (sq um)	share of cell area, %
Multi-Input combinational cell	2892	24000	40.6
Inverter	5	22.5	0.0381
Antenna cell	16	40.0	0.0678
Clock inverter	55	842	1.43
Timing Repair Buffer	317	2720	4.60
Tap cell	2204	2760	4.67
Sequential cell	1024	25600	43.4
Clock buffer	148	3060	5.19
Power and IR drop assume default switching activity.
