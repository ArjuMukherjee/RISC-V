==> flow/design.v <==
module INST_MEM(
    clk,
    reset,
    read_address,
    instruction_out
);
input clk, reset;
input [31:0] read_address;
output [31:0] instruction_out;
reg [7:0] I_Mem[63:0];
assign instruction_out = {I_Mem[read_address],I_Mem[read_address+1],I_Mem[read_address+2],I_Mem[read_address+3]};
always @(posedge clk or posedge reset)
begin
if(reset)
    begin   
    I_Mem[0]  = 8'h00;
    I_Mem[1]  = 8'h00;
    I_Mem[2]  = 8'h00;
    I_Mem[3]  = 8'h00;
    I_Mem[4]  = 8'h00;  
    I_Mem[5]  = 8'h10;
    I_Mem[6]  = 8'h02;
    I_Mem[7]  = 8'h93;
    I_Mem[8]  = 8'h00;  
    I_Mem[9]  = 8'h10;
    I_Mem[10] = 8'h03;
    I_Mem[11] = 8'h93;
    I_Mem[12] = 8'h00;  
    I_Mem[13] = 8'h50;
    I_Mem[14] = 8'h03;
    I_Mem[15] = 8'h93;
    I_Mem[16] = 8'h00;  
    I_Mem[17] = 8'h62;
    I_Mem[18] = 8'h82;
    I_Mem[19] = 8'hb3;
    I_Mem[20] = 8'h00;  
    I_Mem[21] = 8'h13;
    I_Mem[22] = 8'h03;
    I_Mem[23] = 8'h13;
    I_Mem[24] = 8'hfe;  
    I_Mem[25] = 8'h73;
    I_Mem[26] = 8'h1c;
    I_Mem[27] = 8'he3;
    I_Mem[28] = 8'h00;  
    I_Mem[29] = 8'h02;
    I_Mem[30] = 8'h85;
    I_Mem[31] = 8'h13;
    I_Mem[32] = 8'h00;  
    I_Mem[33] = 8'h10;
    I_Mem[34] = 8'h08;
    I_Mem[35] = 8'h93;
    I_Mem[36] = 8'h00;  
    I_Mem[37] = 8'h00;
    I_Mem[38] = 8'h00;
    I_Mem[39] = 8'h73;
    I_Mem[40] = 8'h00;
    I_Mem[41] = 8'h00;
    I_Mem[42] = 8'h00;
    I_Mem[43] = 8'h00;
    I_Mem[44] = 8'h00;
    I_Mem[45] = 8'h00;
    I_Mem[46] = 8'h00;
    I_Mem[47] = 8'h00;
    I_Mem[48] = 8'h00;
    I_Mem[49] = 8'h00;
    I_Mem[50] = 8'h00;
    I_Mem[51] = 8'h00;
    I_Mem[52] = 8'h00;
    I_Mem[53] = 8'h00;
    I_Mem[54] = 8'h00;
    I_Mem[55] = 8'h00;
    I_Mem[56] = 8'h00;
    I_Mem[57] = 8'h00;
    I_Mem[58] = 8'h00;
    I_Mem[59] = 8'h00;
    I_Mem[60] = 8'h00;
    I_Mem[61] = 8'h00;
    I_Mem[62] = 8'h00;
    I_Mem[63] = 8'h00;    
    end
end
endmodule
==> flow/run.sh <==
#!/bin/bash
# OpenROAD 26Q1-2900-gdf79404cd8, Yosys 0.63+post, stock flow scripts
make -C /OpenROAD-flow-scripts/flow DESIGN_CONFIG=/design/flow/config.mk WORK_HOME=/design/flow/orfs finish
==> flow/config.mk <==
export PLATFORM = sky130hd
export DESIGN_NAME = INST_MEM
export DESIGN_NICKNAME = INST_MEM
export VERILOG_FILES = /design/flow/design.v
export SDC_FILE = /design/flow/constraint.sdc
export NUM_CORES = 4
export LEC_CHECK = 1
export CORE_AREA = 10 10 82 82
export DIE_AREA = 0 0 92 92
==> flow/constraint.sdc <==
current_design INST_MEM

set clk_period 3.5
set clk_io_pct 0.2

create_clock -name clk0 -period $clk_period [get_ports {clk}]

set non_clock_inputs [all_inputs -no_clocks]
set_input_delay [expr $clk_period * $clk_io_pct] -clock clk0 $non_clock_inputs
set_output_delay [expr $clk_period * $clk_io_pct] -clock clk0 [all_outputs]
==> impl_metrics.tcl <==
# metrics dict for downstream scripts
set metrics [dict create \
    syn_inst 382 \
    finalSetupViolCount 0 \
    regArea_um2 0 \
    drt_wl_total_um 11330 \
    antenna_found_initial 0 \
    top_area_cell "o21ai_0" \
    final_cell_mix "buf_4, nand2_1, nor2_1" \
    gp_congestion 1.012 \
    hp-class "in2out" \
    crit_arrival_ns 2.76 \
    vias 3695 \
    setup.worst_path.class "in2out" \
    status "complete, no violations" \
    grt_pass1_wl_um 17140 \
    crit_fanout 8 \
    yosysSeqAreaShare_pct 0 \
    nClkBuffers 0 \
    ir_drop_uv 165.2 \
    ys_cells 382 \
    routedWlPerCell_um 19.56 \
    synth.distinct_cells 77 \
    netlist_area_um2 2386 \
    antenna_left 0 \
    yosys_warnings 2 \
    die_w_um 92 \
    die_y_um 92 \
    drc_errors 0 \
    powerDensity_nw_per_um2 153.9 \
    track_usage_pct 24.20 \
    dr.pass1.iters 5 \
    dpl_cell_area_um2 3475 \
    boundaryPins 66 \
    utilization_pct 76.90 \
    final_hold_viol_count 0 \
    tightest_slew_ns 0.3680 \
    lay_top_count "buf_4" \
    openroad.warnings 57 \
    max-cap-violations 0 \
    final.period_utilization_pct 98.95 \
    grt_max_degree 48 \
    clock.fmax_mhz 288.7 \
    placementRows 26 \
    endpoint_kind "output pin" \
    vias_per_cell 6.382 \
    p_leak_nw 1.677 \
    cp-start-kind "input pin" \
    top_cell_area_share_pct 6.502 \
    slew_headroom_pct 75.38 \
    ys_chip_area_um2 2386 \
    finalMaxSlewViolations 0 \
    final_layout_size_suffix_gt1_share_pct 38.11 \
    core_area_um2 5075 \
    holdWs_ns 2.117 \
    required_ns 2.80 \
    period_needed_ns 3.463 \
    grt-ovfl-total 0 \
    first_global_vias 3357 \
    post-place-ws_ns -0.6436 \
    seq_cell_count 0 \
    portBuffers 38 \
    grt_setup_unrepaired "yes" \
    area_growth_pct 63.56 \
    topCellsByArea "o21ai_0, a21oi_1, nor2_1" \
    syn_area_per_cell_um2 6.246 \
    fp_util_pct 47.02 \
    n_antenna_cell 0 \
    final_area_um2 3902 \
    fin_ws_ns 0.03677 \
    dieArea_um2 8464 \
    tns_ns 0 \
    drtIter0Drc 416 \
    hpwl_um 7599 \
]
==> repair_timing <==
action,in CTS,in global routing
pin swaps,24,20
buffers inserted,14,8
gates cloned,0,1
hold buffers,0,0
endpoints found under the setup margin,30,16
resized,49,30
==> stage by stage <==
| stage | total power [W] | std cells |
|---|---|---|
| floorplan | 0.0002735 | 382 |
| finish | 0.0006007 | 579 |
| global route | 0.0006449 | 579 |
| global placement | 0.0005198 | 559 |
| CTS | 0.0005532 | 571 |
| detailed placement | 0.0005223 | 559 |
==> cells in the mapped netlist (all sizes together) (5+ instances only) <==
cell type and n:
o21ai 32, xor2 7, and3 7, o22ai 7, xnor2 9, nand2b 11, nor2 40, a32oi 7
a211oi 5, nor3 12, nand2 38, clkbuf 10, inv 6, nand3 12, buf 33, a22oi 5
o221ai 5, a21oi 31, and2 5, or2 6, o211ai 9, nor2b 8
==> final cells by class <==
cell class / count / area [um^2]
fill: 387 / 1172
inverter: 6 / 26.28
multi-input combinational: 333 / 2344
tap: 70 / 87.58
timing repair buffer: 170 / 1445
==> final timing paths <==
| kind | startpoint | endpoint | slack [ns] | cells after the start |
|---|---|---|---|---|
| max | read_address[2] | instruction_out[20] | 0.04 | 10 |
| min | read_address[1] | instruction_out[9] | 2.12 | 4 |
==> logic make-up (layout without fill, tap and decap cells) <==
logic type      after synthesis  in the layout  synth area share (%)
compound gates              152            152                 44.99
fa+ha+maj                     3              3                 1.468
buf+inv                      49            176                 11.43
simple gates                160            160                 34.14
mux                           2              2                0.8390
xor+xnor                     16             16                 7.132
==> routing by layer <==
layer	GRT usage [%]	up-vias	share of wire, %
li1	-	1706	-
met1	32.58	1720	40
met2	39.59	234	46
met3	3.048	35	9.6
met4	6.941	0	3.8
met5	0	-	0
==> worst max-delay path, cell delays in order <==
cell             delay [ns]
buf_4                  0.14
ha_4                   0.21
buf_4                  0.15
nand4_1                0.15
xnor2_2                0.21
or2_1                  0.28
o32a_1                 0.35
nand3b_1               0.11
nand2_1                0.05
clkdlybuf4s50_1        0.41
==> power by group <==
part           leakage [nW]  switching [W]  internal, W
clock network             0              0            0
registers                 0              0            0
logic                  1.68       0.000297     0.000303
No activity file was given, so power comes from the tool's default toggle rates.
