**config.mk**
```make
export PLATFORM = sky130hd
export DESIGN_NAME = DATA_MEM
export DESIGN_NICKNAME = DATA_MEM
export VERILOG_FILES = /design/flow/design.v
export SDC_FILE = /design/flow/constraint.sdc
export NUM_CORES = 4
export LEC_CHECK = 1
export CORE_UTILIZATION = 50
```
**constraint.sdc**
```tcl
current_design DATA_MEM

set clk_period 9.4
set clk_io_pct 0.2

create_clock -name clk0 -period $clk_period [get_ports {clk}]

set non_clock_inputs [all_inputs -no_clocks]
set_input_delay [expr $clk_period * $clk_io_pct] -clock clk0 $non_clock_inputs
set_output_delay [expr $clk_period * $clk_io_pct] -clock clk0 [all_outputs]
```
**design.v**
```verilog
module DATA_MEM(
    input clk,
    input reset,
    input MemWrite,
    input MemRead,
    input [31:0] read_address,
    input [31:0] Write_data,
    input [2:0] funct3,   
    output reg [31:0] MemData_out
);
    reg [31:0] D_Memory[63:0];   
    always @(posedge clk or posedge reset) begin
        if (reset) begin
                D_Memory[0] <= 32'd0;
                D_Memory[1] <= 32'd84;
                D_Memory[2] <= 32'd23;
                D_Memory[3] <= 32'd59;
                D_Memory[4] <= 32'd91;
                D_Memory[5] <= 32'd6;
                D_Memory[6] <= 32'd18;
                D_Memory[7] <= 32'd76;
                D_Memory[8] <= 32'd64;
                D_Memory[9] <= 32'd99;
                D_Memory[10] <= 32'd5;
                D_Memory[11] <= 32'd43;
                D_Memory[12] <= 32'd37;
                D_Memory[13] <= 32'd2;
                D_Memory[14] <= 32'd87;
                D_Memory[15] <= 32'd15;
                D_Memory[16] <= 32'd93;
                D_Memory[17] <= 32'd31;
                D_Memory[18] <= 32'd49;
                D_Memory[19] <= 32'd60;
                D_Memory[20] <= 32'd1;
                D_Memory[21] <= 32'd22;
                D_Memory[22] <= 32'd35;
                D_Memory[23] <= 32'd80;
                D_Memory[24] <= 32'd13;
                D_Memory[25] <= 32'd95;
                D_Memory[26] <= 32'd27;
                D_Memory[27] <= 32'd67;
                D_Memory[28] <= 32'd51;
                D_Memory[29] <= 32'd11;
                D_Memory[30] <= 32'd73;
                D_Memory[31] <= 32'd8;
                D_Memory[32] <= 32'd42;
                D_Memory[33] <= 32'd90;
                D_Memory[34] <= 32'd17;
                D_Memory[35] <= 32'd7;
                D_Memory[36] <= 32'd100;
                D_Memory[37] <= 32'd28;
                D_Memory[38] <= 32'd39;
                D_Memory[39] <= 32'd58;
                D_Memory[40] <= 32'd12;
                D_Memory[41] <= 32'd97;
                D_Memory[42] <= 32'd3;
                D_Memory[43] <= 32'd44;
                D_Memory[44] <= 32'd66;
                D_Memory[45] <= 32'd19;
                D_Memory[46] <= 32'd78;
                D_Memory[47] <= 32'd25;
                D_Memory[48] <= 32'd40;
                D_Memory[49] <= 32'd30;
                D_Memory[50] <= 32'd14;
                D_Memory[51] <= 32'd85;
                D_Memory[52] <= 32'd9;
                D_Memory[53] <= 32'd62;
                D_Memory[54] <= 32'd47;
                D_Memory[55] <= 32'd21;
                D_Memory[56] <= 32'd55;
                D_Memory[57] <= 32'd10;
                D_Memory[58] <= 32'd33;
                D_Memory[59] <= 32'd69;
                D_Memory[60] <= 32'd38;
                D_Memory[61] <= 32'd4;
                D_Memory[62] <= 32'd70;
                D_Memory[63] <= 32'd16;
        end else if (MemWrite) begin
            case (funct3)
                3'b000: D_Memory[read_address][7:0]   <= Write_data[7:0];    
                3'b001: D_Memory[read_address][15:0]  <= Write_data[15:0];   
                3'b010: D_Memory[read_address]        <= Write_data;         
                default: ;
            endcase
        end
    end
    always @(*) begin
        if (MemRead) begin
            case (funct3)
                3'b000: MemData_out = {{24{D_Memory[read_address][7]}}, D_Memory[read_address][7:0]};    
                3'b001: MemData_out = {{16{D_Memory[read_address][15]}}, D_Memory[read_address][15:0]};  
                3'b010: MemData_out = D_Memory[read_address];                                             
                3'b100: MemData_out = {24'b0, D_Memory[read_address][7:0]};                               
                3'b101: MemData_out = {16'b0, D_Memory[read_address][15:0]};                              
                default: MemData_out = 32'b0;
            endcase
        end else begin
            MemData_out = 32'b0;
        end
    end
endmodule
```
**run.sh**
```bash
#!/bin/bash
# OpenROAD 26Q1-2900-gdf79404cd8, Yosys 0.63+post, stock flow scripts
make -C /OpenROAD-flow-scripts/flow DESIGN_CONFIG=/design/flow/config.mk WORK_HOME=/design/flow/orfs finish
```
==> flow_metrics.env <==
# yosys + openroad results
export IMPL_result_of_the_run="finished clean"
export IMPL_detailedRoute_firstIterationViolations=5711
export IMPL_layout_cells_non_filler=9364
export IMPL_unrepaired_setup_endpoints_after_global_routing="false"
export IMPL_cp_cell_sequence="clkdlybuf4s50_1 -> buf_4 -> and4bb_2 -> and2_2 -> buf_4 -> buf_4 -> a22oi_1 -> nand4_1 -> or4_1 -> o221ai_1 -> a21oi_1 -> clkdlybuf4s50_1"
export IMPL_remaining_drc_errors=0
export IMPL_max_slew_margin_rel_pct=16.3
export IMPL_timing_worst_setup_path_type="in -> out"
export IMPL_worst_pin_slew_ps=1220
export IMPL_yosysTopAreaCellShare_pct=51.3
export IMPL_cts_tree="built"
export IMPL_detailedRoute_firstPassIterationCount=8
export IMPL_internal_power_mw=14.6
export IMPL_cts_hold_buf=0
export IMPL_path_max_fanout=22
export IMPL_setup_viol=0
export IMPL_largest_register_ffs=2048
export IMPL_total_power_mw=19.0
export IMPL_fillers=14100
export IMPL_clk_root_buffer_cell="clkbuf_16"
export IMPL_port_buffer_count=76
export IMPL_cts_made_buffers=212
export IMPL_arrival_ps=7150
export IMPL_min_path_type="reg -> reg"
export IMPL_ctsResizeCount=0
export IMPL_synth_cell_types=66
export IMPL_place_detailed_instances=8958
export IMPL_synth_yosys_chip_area_mm2=0.0903
export IMPL_finalClockSkew_ps=0
export IMPL_area_growth_pct=12.6
export IMPL_max_cap_viol_count=0
export IMPL_routedWlPerCell_um=39.5
export IMPL_floorplan_die_area_mm2=0.182
export IMPL_floorplan_io_pins=103
export IMPL_postSynthRegisterBits=2048
export IMPL_clock_pin_transition_on_the_worst_setup_and_hold_timing_paths_ps=50
export IMPL_grt_pass1_vias=63300
export IMPL_synth_seq_area_share_pct=57.0
export IMPL_cts_max_level=4
export IMPL_antenna_violating_nets_post_route=0
export IMPL_final_layout_top_logic_cells="mux2_2, dfrtp_1, a22oi_1"
export IMPL_post_route_min_period_ps=9030
export IMPL_cts_num_sinks=2048
export IMPL_cp_slowest_stage_delay_ps=860
export IMPL_initial_core_util_pct=50.4
export IMPL_grt_start_max_net_pins=137
export IMPL_layout_cells_sized_above_1_pct=43.8
export IMPL_largest_registers="D_Memory (2048)"
export IMPL_routed_via_density=6.79
export IMPL_dpl_hpwl_um=226000
export IMPL_clockBufferDepth=3
export IMPL_timing_critical_path_required_ps=7520
export IMPL_netlist_area_before_placement_mm2=0.0903
export IMPL_cpMaxStageDelayCell="and4bb_2"
export IMPL_power_switching_mw=4.43
export IMPL_end_kind="primary output"
export IMPL_core_area_mm2=0.179
export IMPL_placement_rows=155
export IMPL_synth_largest_area_cell="dfrtp_1"
export IMPL_edff_count_synth=0
export IMPL_routabilityCongestion=0.987
export IMPL_finalWirelength_um=370000
export IMPL_power_switching_share_pct=23.3
export IMPL_grt_pass1_wl_um=512000
export IMPL_finalCritPeriodShare_pct=96.0
export IMPL_vdd_ir_drop_max_v=0.000168
export IMPL_fin_tns_setup_ps=0
export IMPL_crit_path_start_kind="primary input"
export IMPL_share_clk_of_total_power_pct=45.0
export IMPL_critPathMostFrequentCell="buf_4"
export IMPL_postSynthCellCount=6765
export IMPL_p_per_area_mw_per_mm2=187
export IMPL_post_cts_repair_setup_buffers=0
export IMPL_synth_top_cells_by_area="dfrtp_1, mux2_2, a22oi_1"
export IMPL_cellLeakagePower_nw=50.1
export IMPL_yosys_warnings=2
export IMPL_finalMaxSlewViolations=0
export IMPL_globalRouteOverflowTotal=0
export IMPL_power_share_sequential_pct=49.6
export IMPL_die_h_um=427
export IMPL_share_comb_of_total_power_pct=5.4
export IMPL_ff_type="dfrtp_1"
export IMPL_synthesis_area_per_instance_um2=13.3
export IMPL_die_w_um=427
export IMPL_postSynth_asyncResetShare_pct=100
export IMPL_top_register="D_Memory"
export IMPL_antenna_found_initial=24
export IMPL_stage_log_warnings=85
export IMPL_lay_top_count="mux2_2"
export IMPL_finalHoldWorstSlack_ps=492
export IMPL_worstSkewPairLatency_ps=830
export IMPL_synth_cells_yosys=6765
export IMPL_final_hold_violation_count=0
export IMPL_routed_via_count=63500
export IMPL_grt_total_usage_pct=43.5
export IMPL_clock_fmax_ghz=0.111
export IMPL_post_route_util_pct=56.8
worst paths after layout:
check	startpoint	end	slack (ps)	cells past startpoint
worst max register to register	D_Memory[3][7]$_DFFE_PP0P_	D_Memory[3][7]$_DFFE_PP0P_	8570	1
max in group asynchronous	reset	D_Memory[54][29]$_DFFE_PP0P_	5300	5
worst max-delay path	read_address[5]	MemData_out[12]	370	12
worst min register to register	D_Memory[3][23]$_DFFE_PP0P_	D_Memory[3][23]$_DFFE_PP0P_	490	1
min in group asynchronous	reset	D_Memory[40][10]$_DFFE_PP0P_	1520	2
worst min-delay path	D_Memory[3][23]$_DFFE_PP0P_	D_Memory[3][23]$_DFFE_PP0P_	490	1
layer usage:
metal,wire [um],GRT usage [%],vias up
li1,-,-,25400
met3,52500,23.3,1094
met1,134000,57.9,33500
met2,158000,59.7,3565
met5,217,0.0794,-
met4,25300,21.7,32
cell usage after synthesis, types with 4 or more instances:
cell and instances:
and4b_1 4, nand2b_1 5, a2111oi_2 6, and3_1 169
mux2_2 2036, and2_1 41, dfrtp_1 1851, o2bb2ai_1 9
buf_1 72, o21ai_0 17, mux2_1 14, nand4_1 118
a22oi_1 839, nor2_1 78, a2111oi_0 46, nand2_2 6
o221ai_1 8, clkbuf_1 292, nand2_1 397, nor2_2 4
nor3b_1 4, and2_0 4, nor3_1 22, buf_4 25
nand3_1 130, dfstp_2 197, buf_6 11, o21a_1 13
a21oi_1 33, buf_2 183, or4_1 18, nor2b_1 4
a31o_1 5, nor4_1 55
through the flow:
step	worst slack, ps	area [um^2]
after global placement	601	94600
after global routing	434	102000
after floorplan	-20760	90300
after CTS	605	102000
final	373	102000
after detailed placement	632	94600
cell families after synthesis:
group	after synthesis	share of synthesized area, %
simple gates	1085	6.22
mux	2053	25.6
xor+xnor	1	0.00970
buf+inv	588	2.90
compound gates	990	8.26
flops	2048	57.0
power by group through the flow:
| stage | logic [mW] | clock network (mW) | registers [mW] |
|---|---|---|---|
| 6_report | 1.02 | 8.54 | 9.42 |
| 5_1_grt | 1.09 | 8.94 | 9.46 |
| 4_1_cts | 1.01 | 8.61 | 9.42 |
final cells by class:
type / count / area (um^2) / share of cell area, %
Antenna cell: 12 / 30.0 / 0.0295
Clock buffer: 336 / 6370 / 6.26
Clock inverter: 58 / 677 / 0.666
Inverter: 3 / 15.0 / 0.0148
Multi-Input combinational cell: 4129 / 36600 / 36.0
Sequential cell: 2048 / 51500 / 50.6
Tap cell: 2355 / 2950 / 2.90
Timing Repair Buffer: 423 / 3530 / 3.47
critical path, delay by kind of cell:
family	cells	cell delay [ps]
compound gates	3	720
simple gates	4	1610
buf+inv	5	2850
Power and IR drop assume default switching activity.
